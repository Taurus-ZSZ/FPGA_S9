### ./config.mk
export PLATFORM = sky130hd
export DESIGN_NAME = led_n_0_twinkle
export DESIGN_NICKNAME = led_n_0_twinkle
export VERILOG_FILES = /design/flow/design.v
export SDC_FILE = /design/flow/constraint.sdc
export NUM_CORES = 4
export LEC_CHECK = 1
export CORE_AREA = 10 10 105 105
export DIE_AREA = 0 0 115 115
### ./constraint.sdc
current_design led_n_0_twinkle

set clk_period 5.0
set clk_io_pct 0.2

create_clock -name clk0 -period $clk_period [get_ports {clk}]

set non_clock_inputs [all_inputs -no_clocks]
set_input_delay [expr $clk_period * $clk_io_pct] -clock clk0 $non_clock_inputs
set_output_delay [expr $clk_period * $clk_io_pct] -clock clk0 [all_outputs]
### ./design.v
module led_n_0_twinkle #(
    parameter ILA_DEBUG_LED_EN = 1'b0       ,
    parameter MODE          = 2'd0          ,      
    parameter CLK_FRE       = 50_000_000    ,      
    parameter SPARKLE_FRE   = 1             ,      
    parameter CNT_WIDTH     = 28            ,      
    parameter LED_NUM       = 4
)(
    input   logic   clk                 ,   
    input   logic   rst                 ,
    input   logic   en                  ,
    output  logic   [LED_NUM-1:0]   leds    
);
localparam CNT_NUM =  CLK_FRE/SPARKLE_FRE -1;
logic [CNT_WIDTH-1:0] cnt;
logic flag;
always_ff @ (posedge clk) begin
    if (rst) begin
        cnt <= 'd0;
        flag <= 'd0;
    end else begin
        if (en) begin
            if (cnt < CNT_NUM) begin
                cnt <= cnt + 1'b1;
                flag <= 'd0;
            end else begin
                flag <= 1'd1;
                cnt <= 'd0;
            end
        end else begin
            flag <= 'd0;
            cnt <= 'd0;
        end
    end
end
int i;
generate
    if (MODE == 2'd0) begin : MODE_0     
        always_ff @ (posedge clk ) begin
            if (rst || (!en) ) begin
                leds <= 'd0;
            end else begin
                if (flag) begin
                    for (i =0; i< LED_NUM; i = i+ 1) begin
                        leds[i] <= !leds[i];
                    end
                end else begin
                    leds <= leds;
                end
            end          
        end
    end else if(MODE == 2'd1) begin : MODE_1
        if (LED_NUM == 1) begin
            always_ff @ (posedge clk ) begin
                if (rst || (!en) ) begin
                    leds <= 'd1;
                end else begin
                    if (flag) begin
                        leds[0] <= !leds[0];
                    end else begin
                        leds[0] <= leds[0];
                    end
                end          
            end
        end else begin
            always_ff @ (posedge clk ) begin
                if (rst || (!en)) begin
                    leds <= 'd1;
                end else begin
                    if (flag) begin
                        leds <= {leds[LED_NUM-2:0],leds[LED_NUM-1]};
                    end else begin 
                        leds <= leds;
                    end 
                end
            end
        end
    end 
endgenerate
generate if (ILA_DEBUG_LED_EN) begin : LED_DEBUG
    ila_led_n_0 u_ila_led_n_0 (
        .clk    (clk),  
        .probe0(rst         ),  
        .probe1({en,flag}   ),  
        .probe2(leds        ),  
        .probe3(cnt         )  
    );
    end
endgenerate
endmodule
### ./run.sh
#!/bin/bash
# OpenROAD 26Q1-2900-gdf79404cd8, Yosys 0.63+post, stock flow scripts
make -C /OpenROAD-flow-scripts/flow DESIGN_CONFIG=/design/flow/config.mk WORK_HOME=/design/flow/orfs finish
==> impl_metrics.env <==
# yosys + openroad results
export IMPL_total_switching_power_mw=0.09283
export IMPL_critical_path_endpoint="cnt[1]"
export IMPL_area_growth_syn_to_layout_pct=15.63
export IMPL_worstMarginPinSlew_ps=677.5
export IMPL_outcome="finished, final reports clean"
export IMPL_yosys_cell_types_count=33
export IMPL_antenna_cells=0
export IMPL_switching_share_pct=20.04
export IMPL_share_clk_of_total_power_pct=40.0
export IMPL_fin_crit_share_pct=43.06
export IMPL_fin_crit_ps=2153
export IMPL_post_drt_wl_per_cell_um=10.17
export IMPL_number_of_antenna_violations_at_the_first_check_in_global_routing=0
export IMPL_enable_flop_cells=0
export IMPL_ys_warn_count=1
export IMPL_post_synth_inst_count=164
export IMPL_synth_most_common_cell="dfxtp_1"
export IMPL_clock_tree_from_tritoncts="done"
export IMPL_p_per_area_nw_per_um2=264.8
export IMPL_numCtsBuffers=5
export IMPL_maxCapViolCount=0
export IMPL_core_util_floorplan_pct=17.26
export IMPL_setup_worst_path_start_class="flop"
export IMPL_final_setup_viol_count=0
export IMPL_path_clk_slew_ps=60
export IMPL_place_congestion=0.7580
export IMPL_layout_drive_gt1_share_pct=5.294
export IMPL_placement_io_buffers=6
export IMPL_worst_clk_skew_ps=2.810
export IMPL_cts_root_buffer="clkbuf_8"
export IMPL_cts_max_level=2
export IMPL_grt_pass1_vias=1102
export IMPL_area_leaders="dfxtp_1 44%, a211oi_1 7.4%, xor2_1 4.6%, xnor2_1 4.1%, nor3_1 4.0%"
export IMPL_critPathLaunch="cnt[27]"
export IMPL_chipArea_um2=13230
export IMPL_final_report_hold_violation_count=0
export IMPL_fin_worst_hold_slack_ps=482.2
export IMPL_hp_class="flop to flop"
export IMPL_grt_max_degree=27
export IMPL_timing_rr_end="cnt[1]"
export IMPL_cts_hold_repair_buffers=0
export IMPL_route_detailed_drc=0
export IMPL_numClockSinks=33
export IMPL_floorplan_rows=34
export IMPL_top_cells_by_instance_count_after_synthesis="33 x dfxtp_1, 15 x a211oi_1, 12 x nor3_1"
export IMPL_utilization_pct=19.96
export IMPL_ant_nets=0
export IMPL_cp_end_kind="flop"
export IMPL_drt_first_pass_iters=4
export IMPL_synth_area_leader_cell="dfxtp_1"
export IMPL_r2r_worst_path_cells=5
export IMPL_combinational_share_of_power_pct=2.2
export IMPL_yosys_register_bits=33
export IMPL_postLayoutSetupSlackWorst_ps=2847
export IMPL_post_dp_hpwl_um=1938
export IMPL_die_height_um=115
export IMPL_post_cts_setup_buffers=0
export IMPL_top_cell_area_share_pct=43.67
export IMPL_number_of_cells_in_the_yosys_synthesis_report=164
export IMPL_rsz0062_at_grt="false"
export IMPL_cts_root_to_sink_buffers=2
export IMPL_pwr_total_mw=0.4631
export IMPL_standard_cell_area_after_detailed_placement_um2=1669
export IMPL_yosys_stat_chipArea_um2=1513
export IMPL_post_synthesis_sequential_area_ratio_pct=43.67
export IMPL_vias_per_cell=4.237
export IMPL_fp_coreArea_um2=8763
export IMPL_critPathArrivalTime_ps=2310
export IMPL_ios=7
export IMPL_beginning_of_the_worst_hold_path="cnt[0]"
export IMPL_ir_worst_vdd_mv=0.07898
export IMPL_die_width_um=115
export IMPL_layoutNonFillerInstCount=278
export IMPL_postSynth_asyncResetShare_pct=0
export IMPL_syn_cell_area_um2=1513
export IMPL_grt_first_pass_wirelength_um=4912
export IMPL_timing_setup_tns_ps=0
export IMPL_place_detailed_instances=270
export IMPL_fmax_mhz=464.5
export IMPL_slew_violations=0
export IMPL_stage_log_warnings=25
export IMPL_power_frac_seq_pct=57.8
export IMPL_final_area_um2=1749
export IMPL_critPathRequiredTime_ps=5160
export IMPL_timing_max_slew_rel_slack_pct=54.41
export IMPL_insertion_delay_ps=280
export IMPL_worst_r2r_start="cnt[27]"
export IMPL_pre_cts_slack_ps=2664
export IMPL_power_leakage_nw=0.4963
export IMPL_dominantRegCellSynth="dfxtp_1"
export IMPL_syn_area_per_cell_um2=9.224
export IMPL_total_congestion_overflow=0
export IMPL_grt_use_total_pct=4.247
export IMPL_vias=1178
export IMPL_crit_path_max_fanout=20
export IMPL_worstSetupPathType="flop to flop"
export IMPL_route_final_wire_length_um=2826
export IMPL_drt_iter0_markers=103
export IMPL_cts_resized_gates=0
export IMPL_cell_internal_pwr_mw=0.3703
export IMPL_timing_reg2reg_setup_slack_ps=2850
-- power groups by stage --
stage / clock [mW] / sequential, mW / combinational [mW]
6_report: 0.185 / 0.268 / 0.0101
4_1_cts: 0.191 / 0.268 / 0.0102
5_1_grt: 0.204 / 0.268 / 0.0113
-- cells by family (layout without fill, tap and decap cells) --
group	after synthesis	after routing	share of synthesized area (%)
other	1	2	0.2479
buffers and inverters	16	21	5.045
adder cells (fa/ha/maj)	1	1	0.8270
AND-OR/OR-AND	32	32	16.21
XOR/XNOR	15	15	8.685
AND/OR/NAND/NOR	66	66	25.31
flip-flops	33	33	43.67
-- layout make-up --
type | instances | area (µm²)
Timing Repair Buffer | 8 | 75.07
Tap cell | 108 | 135.1
Sequential cell | 33 | 660.6
Fill cell | 958 | 7014
Multi-Input combinational cell | 116 | 779.5
Clock buffer | 8 | 80.08
Inverter | 5 | 18.77
-- how the worst min path moves through the flow --
stage / depth (start not counted) / endpoint / slack (ps)
after CTS: 1 / cnt[0] / 490
after global routing: 2 / cnt[25] / 500
final: 1 / cnt[0] / 480
-- layout by cell type (no fill, tap or decap), types with 3 or more instances in the layout --
master	count
dfxtp_1	33
a211oi_1	15
nor3_1	12
nand4_1	8
xor2_1	8
nand2_1	7
xnor2_1	7
nand3_1	7
or4_1	6
o21ai_0	6
or3_1	6
clkdlybuf4s50_1	6
and3_1	5
inv_1	5
nor2_1	5
o31ai_1	5
clkbuf_8	5
clkbuf_1	3
-- state kept, by name, summed over array words and instances (netlist names) --
signal	flops
cnt	28
flag	1
leds	4
-- routing by layer --
layer	vias to the layer above	GRT usage (%)	wire [µm]
li1	621	-	-
met1	540	5.993	1496
met2	13	6.156	1149
met3	4	1.688	148
met4	0	0.5776	31
met5	-	0	0
-- critical path: stages (launching register included) --
cell and delay, ps:
dfxtp_1 310, or4b_1 520, or3_4 360, a311oi_4 430
buf_4 330, nor3b_1 80
Power and IR drop assume default switching activity.
